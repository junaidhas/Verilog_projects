$ cat design/flow/config.mk
export PLATFORM = sky130hd
export DESIGN_NAME = Vending_machine
export DESIGN_NICKNAME = Vending_machine
export VERILOG_FILES = /design/flow/design.v
export SDC_FILE = /design/flow/constraint.sdc
export NUM_CORES = 4
export LEC_CHECK = 1
export CORE_AREA = 10 10 76 76
export DIE_AREA = 0 0 86 86
$ cat design/flow/constraint.sdc
current_design Vending_machine

set clk_period 2.1
set clk_io_pct 0.2

create_clock -name clk0 -period $clk_period [get_ports {clk}]

set non_clock_inputs [all_inputs -no_clocks]
set_input_delay [expr $clk_period * $clk_io_pct] -clock clk0 $non_clock_inputs
set_output_delay [expr $clk_period * $clk_io_pct] -clock clk0 [all_outputs]
$ cat design/flow/design.v
`timescale 1ns / 1ps
module Vending_machine(
    input nickel_in,
    input dime_in,
    input quarter_in,
    input clk,
    input rst,
    output reg collect,
    output reg nickel_out,
    output reg dime_out,
    output reg dispense
    );
    reg[11:0] current_state, next_state ;
    localparam S0 = 12'b0000_0000_0001,
               S5 = 12'b0000_0000_0010,
               S10 = 12'b0000_0000_0100,
               S15 = 12'b0000_0000_1000,
               S20 = 12'b0000_0001_0000,
               S25 = 12'b0000_0010_0000,
               S30 = 12'b0000_0100_0000,
               S35 = 12'b0000_1000_0000,
               S40 = 12'b0001_0000_0000,
               S45 = 12'b0010_0000_0000,
               S50 = 12'b0100_0000_0000,
               S55 = 12'b1000_0000_0000;
    always @(posedge clk or posedge rst)
                    if (rst) begin
                        current_state <= S0;
                    end else begin 
                        current_state <= next_state;
                    end               
    always @(nickel_in or dime_in or quarter_in)
        begin
        { collect, nickel_out, dime_out, dispense } = 4'b0000;
        case(current_state)
            S0: if ( nickel_in == 1 )           begin next_state = S5;   end
                else if ( dime_in == 1 )        begin next_state = S10;  end
                else if ( quarter_in == 1 )     begin next_state = S25;  end
                else begin                            next_state = S0;   end
            S5: if ( nickel_in == 1 )           begin next_state = S10;   end
                else if ( dime_in == 1 )        begin next_state = S15;  end
                else if ( quarter_in == 1 )     begin next_state = S30;  end
                else begin                            next_state = S5;   end
            S10: if ( nickel_in == 1 )           begin next_state = S15;   end
                 else if ( dime_in == 1 )        begin next_state = S20;  end
                 else if ( quarter_in == 1 )     begin next_state = S0;  { collect, nickel_out, dime_out, dispense } = 4'b1001; end
                 else begin                            next_state = S10;   end            
            S15: if ( nickel_in == 1 )           begin next_state = S20;   end
                 else if ( dime_in == 1 )        begin next_state = S25;  end
                 else if ( quarter_in == 1 )     begin next_state = S0;  { collect, nickel_out, dime_out, dispense } = 4'b1101; end
                 else begin                            next_state = S15;   end
            S20: if ( nickel_in == 1 )           begin next_state = S25;   end
                 else if ( dime_in == 1 )        begin next_state = S30;  end
                 else if ( quarter_in == 1 )     begin next_state = S0;  { collect, nickel_out, dime_out, dispense } = 4'b1011; end
                 else begin                            next_state = S20;   end
           S25: if ( nickel_in == 1 )           begin next_state = S30;   end
                else if ( dime_in == 1 )        begin next_state = S0;  { collect, nickel_out, dime_out, dispense } = 4'b1001; end
                else if ( quarter_in == 1 )     begin next_state = S0;  { collect, nickel_out, dime_out, dispense } = 4'b1111; end
                else begin                            next_state = S25;   end
           S30: if ( nickel_in == 1 )           begin next_state = S0;   { collect, nickel_out, dime_out, dispense } = 4'b1001; end
                else if ( dime_in == 1 )        begin next_state = S0;  { collect, nickel_out, dime_out, dispense } = 4'b1101; end
                else if ( quarter_in == 1 )     begin next_state = S55;  { collect, nickel_out, dime_out, dispense } = 4'b1111; end
                else begin                            next_state = S30;   end
            S55: begin next_state = S0; { collect, nickel_out, dime_out, dispense } = 4'b0010; end
            default: begin next_state = S0; { collect, nickel_out, dime_out, dispense } = 4'b0000; end 
            endcase
 end                   
endmodule
$ cat design/flow/run.sh
#!/bin/bash
# OpenROAD 26Q1-2900-gdf79404cd8, Yosys 0.63+post, stock flow scripts
make -C /OpenROAD-flow-scripts/flow DESIGN_CONFIG=/design/flow/config.mk WORK_HOME=/design/flow/orfs finish
==> notes.md <==
Results of the run.

The power report puts the leakage power at 0.331 nW. The final worst clock skew is 1.30 ps. Synthesis produced a netlist whose cell count is 51.

The largest register by flop count is current_state. The total routing usage reported by global routing is 3.08%. After routing the design area is 712 um^2. The number of diodes added for antenna fixing is 0. The synthesized area per cell is 9.30 um^2.

The flow ran to the end, and the final reports show no timing, DRC or antenna violations. Summing the sequential cell areas from Yosys gives 42.5% of the chip area. Counting distinct cell types in the post-synthesis netlist gives 24.

The post-synth design cell area is 474 um^2. The sum of routed wire length over all layers is 1130 um. The number of max-slew violations in the final report is 0. The registers of the reported paths see a clock transition of 40 ps. The number of violations reported at the end of detailed-routing iteration 0 is 16. The count of yosys warnings during synthesis is 1.

The kind of end point of the critical path is an output pin. The final timing report lists a hold violation count of 0. The number of global-route vias before repair is 428. The count of standard-cell rows is 23. Per the detail_route report, routed wire per instance is 9.64 um. The worst hold margin is 451 ps.

The maximum vdd ir drop is 0.311 mV. The chip area line in the Yosys stat output reads 474 um^2. The number of filler instances in the final layout is 454. The switching component of the power was reported as 146 uW. In the placement report, post-DP HPWL is listed as 849 um. The pre-antenna-repair detailed-routing pass consisted of 4 iterations. Logged for this run, the post-placement worst setup slack is -183 ps. The count of input and output buffers is 8. Setup repair after global routing left no endpoint under its margin.

The type of the most critical hold path is input pin to async pin. The number of flip-flops under the largest register name is 8. Registers are responsible for 40.1% of the overall power. The final report gives the core utilization as 17.3%. The post-synthesis to final-layout area growth is 50.1%. The total via count after detailed routing is 428. The top flip-flop cell by instance count after synthesis is sky130_fd_sc_hd__dfrtp_1. The synth_stat.txt file lists the number of cells as 51. For this design the top-level I/O count stands at 9. OpenROAD reports that the post-layout worst path occupies 95.1% of the period. From the final report, the count of setup violators was given as 0.

The OpenROAD warning count is 25. The number of design rule violations left after detail routing is 0. According to the timing report, the data required time at the worst endpoint equals 1680 ps. The latest clock arrival within the worst-skew pair is 230 ps.

The data arrival time of the critical path is 1580 ps. The CTS H-tree depth is 1. Of the cells placed in the final design, the portion with a size suffix greater than 1 is 28.4%. Dividing total power by cell area gives a power density of 770 nW/um^2. The detail-routed via count per cell is 3.66. TritonCTS built the clock tree. For this design, the sink count on the clock tree is 8. The root buffer selected by CTS is sky130_fd_sc_hd__clkbuf_8. The CTS report gives the tree buffer count as 3. Per the CTS log, the buffer count on the longest clock path is 2. The setup path with the least slack is of type input pin to output pin. The post-place instance area is 638 um^2. The async set-or-reset flop fraction in the synthesized netlist is 100%. In this run, synthesis inferred 0 flip-flops with an integrated enable. The power report shows net switching accounting for 26.6% of the total.

The first-pass GRT wire length is 1880 um. The final timing report derives a shortest allowable period of 2000 ps. The congestion estimate from routability-driven global placement came to 0.846. The reg2reg setup slack is 910 ps.

Setup slack closes at 104 ps. Derived from the worst setup path, the maximum achievable clock frequency is 501 MHz. The chip area is 7400 um^2. Measured along the x axis, the die boundary spans 86 um. The area of the core is 4120 um^2.

The post-synth register bit count is 8. Nets still carrying antenna violations after routing amount to 0. The y dimension of the die is 86 um.

The depth of the worst register-to-register path is 4. The startpoint type of the worst setup path is an input pin. Per report_power, the clock group accounts for 34.3% of the total. The pin count of the biggest net entering global routing is 14. The number of antenna violations at the first check in global routing is 0. The residual overflow from global routing is 0. The report shows a maximum critical-path fanout of 5. Looking at the max-slew report, the worst-margin pin has a slew of 359 ps. The normalized max-slew margin is 75.8%. The power share of the combinational group is 25.6%.

At the floorplan stage, the core utilization is reported as 11.5%. The number of max-cap violations is 0. The power report lists cell-internal power as 403 uW. In the final layout, the registers with the most flip-flops are current_state x8.
stage by stage:
step,TNS [ps],instances,power (mW)
after floorplan,0,51,0.290
after global placement,-590,111,0.346
after detailed placement,-674,111,0.348
after CTS,0,115,0.539
after global routing,0,117,0.593
final,0,117,0.549
repair_timing:
action / CTS / global route
hold buffers: 0 / 0
pin swaps: 1 / 3
gates resized: 3 / 6
setup endpoints to repair: 4 / 4
buffers inserted: 0 / 2
cloned: 0 / 0
endpoints found under the hold margin: 0 / 0
layout by cell type, fill, tap and decap left out, types with 2 or more instances in the layout:
cell type	instances
sky130_fd_sc_hd__a22oi_1	3
sky130_fd_sc_hd__clkbuf_8	3
sky130_fd_sc_hd__nor2_2	2
sky130_fd_sc_hd__dlygate4sd2_1	2
sky130_fd_sc_hd__inv_1	3
sky130_fd_sc_hd__nand2_1	8
sky130_fd_sc_hd__clkdlybuf4s50_1	3
sky130_fd_sc_hd__buf_4	8
sky130_fd_sc_hd__o21ai_1	5
sky130_fd_sc_hd__nor3_1	2
sky130_fd_sc_hd__dfrtp_1	5
sky130_fd_sc_hd__mux2i_1	2
sky130_fd_sc_hd__dlymetal6s2s_1	2
sky130_fd_sc_hd__o21ai_0	2
sky130_fd_sc_hd__mux2_1	2
sky130_fd_sc_hd__dfrtp_2	2
cells by family after synthesis:
kind of cell    share of synthesized area [%]
simple gates                             18.7
mux                                      8.97
flops                                    42.5
compound gates                           22.4
buf+inv                                  7.38
per-layer routing:
layer / vias to the layer above / track usage [%] / wire length, um
met4: 0 / 0.150 / 0
met2: 10 / 4.60 / 504
met3: 0 / 2.10 / 95
li1: 215 / - / -
met1: 203 / 3.75 / 528
met5: - / 0 / 0
power by group through the flow:
stage / logic, mW / clock network, mW / registers (mW)
after CTS: 0.131 / 0.193 / 0.215
after global routing: 0.160 / 0.208 / 0.226
final: 0.141 / 0.188 / 0.220
area by class of cell:
type	count	area [um^2]	area share, %
timing repair buffer	16	143	20.0
multi-input combinational	36	246	34.6
inverter	3	11.3	1.58
clock buffer	4	45.0	6.33
tap	50	62.6	8.79
sequential	8	204	28.6
synth_stat cells (2+ instances only):
library cell | number | area [um^2]
sky130_fd_sc_hd__nand2_1 | 8 | 30.0
sky130_fd_sc_hd__dfrtp_1 | 7 | 175
sky130_fd_sc_hd__o21ai_1 | 5 | 25.0
sky130_fd_sc_hd__a22oi_1 | 3 | 22.5
sky130_fd_sc_hd__inv_1 | 3 | 11.3
sky130_fd_sc_hd__buf_4 | 2 | 15.0
sky130_fd_sc_hd__mux2_1 | 2 | 22.5
sky130_fd_sc_hd__mux2i_1 | 2 | 20.0
sky130_fd_sc_hd__nor2_2 | 2 | 12.5
sky130_fd_sc_hd__nor3_1 | 2 | 10.0
sky130_fd_sc_hd__o21ai_0 | 2 | 10.0
final timing paths:
path / from / endpoint
worst max-delay path: dime_in / nickel_out
worst min-delay path: rst / current_state[2]
worst max register to register: current_state[3] / current_state[3]
worst min register to register: current_state[1] / current_state[0]
max in group asynchronous: rst / current_state[0]
min in group clk0: current_state[1] / current_state[0]
critical path: stages:
cell                              delay, ps
sky130_fd_sc_hd__clkdlybuf4s15_1        230
sky130_fd_sc_hd__o21ba_1                240
sky130_fd_sc_hd__nor2_1                  30
sky130_fd_sc_hd__nor3_1                 160
sky130_fd_sc_hd__clkdlybuf4s50_1        490
Power is estimated from default activity; no workload was simulated.
